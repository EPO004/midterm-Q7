==> flow/design.v <==
`timescale 1ns / 1ps
module stack #(
    parameter N = 8, 
    parameter MAX_SIZE = 16 
)(
    input wire clk,
    input wire rst,
    input wire push,
    input wire pop,
    input wire signed [N-1:0] data_in,
    output reg signed [N-1:0] data_out,
    output reg full,
    output reg empty
);
    localparam LOG2_MAX_SIZE = $clog2(MAX_SIZE);
    reg signed [N-1:0] memory [0:MAX_SIZE-1];
    reg [LOG2_MAX_SIZE-1:0] top_index;
    initial begin
        top_index = 0;
        full = 0;
        empty = 1;
        data_out = 0; 
    end
    always @(posedge clk or posedge rst) begin
        if (rst) begin
            top_index <= 0;
            full <= 0;
            empty <= 1;
        end else begin
            if (push && !full) begin
                memory[top_index] <= data_in;
                top_index <= top_index + 1;
                if (top_index + 1 == MAX_SIZE) begin
                    full <= 1;
                end
                empty <= 0;
            end else if (pop && !empty) begin
                top_index <= top_index - 1;
                data_out <= memory[top_index - 1];
                if (top_index - 1 == 0) begin
                    empty <= 1;
                end
                full <= 0;
            end
        end
    end
endmodule
==> flow/run.sh <==
#!/bin/bash
# OpenROAD 26Q1-2900-gdf79404cd8, Yosys 0.63+post, stock flow scripts
make -C /OpenROAD-flow-scripts/flow DESIGN_CONFIG=/design/flow/config.mk WORK_HOME=/design/flow/orfs finish
==> flow/config.mk <==
export PLATFORM = sky130hd
export DESIGN_NAME = stack
export DESIGN_NICKNAME = stack
export VERILOG_FILES = /design/flow/design.v
export SDC_FILE = /design/flow/constraint.sdc
export NUM_CORES = 4
export LEC_CHECK = 1
export CORE_UTILIZATION = 30
export SYNTH_HDL_FRONTEND = slang
==> flow/constraint.sdc <==
current_design stack

set clk_period 5.9
set clk_io_pct 0.2

create_clock -name clk0 -period $clk_period [get_ports {clk}]

set non_clock_inputs [all_inputs -no_clocks]
set_input_delay [expr $clk_period * $clk_io_pct] -clock clk0 $non_clock_inputs
set_output_delay [expr $clk_period * $clk_io_pct] -clock clk0 [all_outputs]
==> results.py <==
# Flow results
metrics = {
    "power_and_ir_drop": {
        "p_sw_mw": 1.03,
        "intPower_mw": 2.38,
        "power_frac_seq": 0.370,
        "clkPwrFrac": 0.281,
        "ir_drop_v": 0.000208,
        "p_per_area_mw_per_mm2": 508,
        "p_leak_nw": 2.27,
        "switching_share": 0.303,
        "power_frac_comb": 0.349,
    },
    "place": {
        "gp_congestion": 0.836,
        "portBuffers": 21,
        "dpl_cell_area_sq_mm": 0.00619,
        "hpwl_microns": 7190,
        "post-place-ws_ns": 2.41,
    },
    "die": {
        "fp.dieH_microns": 140,
        "die_w_microns": 140,
        "dieArea_sq_mm": 0.0197,
        "rows": 50,
        "fp_util": 0.306,
        "core_area_sq_mm": 0.0188,
        "ios": 22,
    },
    "synth": {
        "ys_ff": 142,
        "synth_chip_area_sq_mm": 0.00575,
        "postSynthSeqShare": 0.737,
        "ys_sh_adder": 0.0131,
        "synth-edff-count": 136,
        "top_cells_by_area": "edfxtp_1 (71%), mux4_2 (9.4%), mux2i_1 (8.4%), dfrtp_1 (2.2%), ha_1 (1.3%)",
        "syn_area_per_cell_sq_um": 20.2,
        "synthFlopType": "edfxtp_1",
        "top_area_cell": "edfxtp_1",
        "post_synth_ao_oa_area_fraction": 0.00849,
        "top_cell": "edfxtp_1",
        "synth_top_area_share": 0.711,
        "mux_share": 0.178,
        "ys_sh_simple": 0.0344,
        "ys_types": 33,
        "ys_cells": 285,
        "xor_share": 0.00740,
        "common_cells": "edfxtp_1 (136), mux2i_1 (48), mux4_2 (24)",
        "logic_family": "multiplexers",
        "synth_warnings": 0,
        "synth-async-reset-ratio": 0.0423,
        "synthCells": 285,
        "syn-cell-area_sq_mm": 0.00575,
    },
    "final_timing": {
        "max_freq_ghz": 0.298,
        "min_period_ns": 3.36,
        "grt_setup_unrepaired": "no",
        "finalSetupViolCount": 0,
        "finalSetupTns_ns": 0,
        "worstMarginPinSlew_ns": 0.762,
        "holdWs_ns": 0.551,
        "fin_crit_sh": 0.569,
        "hold_violations": 0,
        "setup_slack_ns": 2.54,
        "finClkSkew_ns": 0.00763,
        "relSlewSlack": 0.490,
        "slew_viol_final": 0,
    },
    "worst_setup_path": {
        "crit_required_ns": 6.12,
        "path_cells": "buf_4 -> inv_2 -> ha_2 -> buf_4 -> mux2i_1 -> mux4_2 -> mux2i_1",
        "end_kind": "register",
        "arrival_ns": 3.58,
        "cp_slowest_cell": "ha_2",
        "worstPathMaxFanout": 32,
        "start_kind": "register",
        "crit_type": "reg -> reg",
        "max_stage_delay_ns": 0.69,
    },
    "global_routing": {
        "antenna_found_initial": 0,
        "grt_pass1_vias": 2991,
        "grt_pass1_wl_microns": 17200,
        "overflow": 0,
        "grt_max_degree": 33,
        "grt_usage": 0.128,
    },
    "finish": {
        "finalInstanceArea_sq_mm": 0.00673,
        "area_growth_pct": 17.1,
        "drive_gt1_frac": 0.177,
        "final_core_util": 0.359,
    },
    "route": {
        "drt-total-wl_microns": 11200,
        "diodes": 0,
        "wl_per_cell_microns": 19.7,
        "first_pass_iters": 4,
        "drt_iter0_drc": 127,
        "via_per_inst": 4.82,
        "drc": 0,
        "postRouteAntennaNets": 0,
        "dr_total_vias": 2735,
    },
    "clock_tree": {
        "cts_hold_buf": 0,
        "clock_path_buffers": 2,
        "cts_setup_buffers": 0,
        "cts_buffers": 17,
        "root_buffer": "clkbuf_16",
        "clkTransAtPathRegs_ns": 0.05,
        "cts_resized": 0,
        "cts_tree": "done",
        "cts.sinks": 142,
        "clock_latency_ns": 0.41,
        "h-tree-depth": 4,
    },
    "worst_hold_path": {
        "hold_path.class": "reg -> reg",
    },
    "flow_run": {
        "warnings": 30,
        "maxCapViolCount": 0,
    },
    "run_status": {
        "status": "completed",
    },
}
path summary, 6_finish.rpt:
kind,from,to,slack (ns),cells past startpoint
setup reg to reg,top_index[0],data_out[1],2.54,7
min in group asynchronous,rst,top_index[2],1.03,2
hold reg to reg,empty,empty,0.55,1
setup / recovery,top_index[0],data_out[1],2.54,7
max in group asynchronous,rst,empty,4.61,2
hold / removal,empty,empty,0.55,1
power by group through the flow:
| stage | sequential [mW] | clock (mW) | combinational (mW) |
|---|---|---|---|
| CTS | 1.26 | 0.979 | 1.22 |
| global route | 1.27 | 1.02 | 1.30 |
| finish | 1.27 | 0.960 | 1.19 |
sequential cells by signal, indices dropped and copies added, names as in the netlist:
signal	cells
top_index	4
memory	128
data_out	8
full	1
empty	1
placed cells by master, fill, tap and decap left out, types with 2 or more instances in the layout:
master / instances
buf_4: 7
bufinv_16: 2
clkbuf_1: 2
clkbuf_16: 17
clkdlybuf4s50_1: 21
clkinv_1: 6
clkinv_2: 4
dfrtp_1: 5
edfxtp_1: 136
ha_1: 5
inv_1: 3
mux2i_1: 48
mux4_2: 24
nand2_1: 8
nand2b_1: 3
nor2_1: 14
nor2b_1: 2
nor3_1: 5
nor4_1: 2
xnor2_1: 3
worst max-delay path: cells and delay by family (launching register included):
family	cells	cell delay, ns
buf+inv	3	1.18
fa+ha+maj	1	0.69
flops	1	0.32
mux	3	0.92
kinds of logic (layout without fill, tap and decap cells):
family / after synthesis / count (layout)
AOI/OAI and AO/OA: 6 / 6
buffers and inverters: 15 / 63
and+or+nand+nor: 40 / 40
xor gates and xnor gates: 4 / 4
adders and majority gates: 6 / 6
muxes: 72 / 72
DFF: 142 / 142
layer usage:
layer	up-vias	share of wire	GRT usage
met5	-	0	0
met4	0	0.020	0.0283
met3	13	0.12	0.0867
met2	133	0.47	0.192
met1	1369	0.39	0.157
li1	1220	-	-
metrics by stage:
stage                     power [mW]  instances
final                           3.42        567
after global routing            3.59        567
after CTS                       3.46        567
after detailed placement        2.49        536
after global placement          2.49        536
after floorplan                 2.24        285
cell type report:
cell class / instances / area [sq um]
inverter: 4 / 15.0
clock inverter: 12 / 103
clock buffer: 19 / 433
fill: 1687 / 12000
multi-input combinational: 128 / 1390
timing repair buffer: 28 / 263
sequential: 142 / 4240
tap: 234 / 293
No activity file was given, so power comes from the tool's default toggle rates.
